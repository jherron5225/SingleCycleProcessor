==> flow/run.sh <==
#!/bin/bash
# OpenROAD 26Q1-2900-gdf79404cd8, Yosys 0.63+post, stock flow scripts
make -C /OpenROAD-flow-scripts/flow DESIGN_CONFIG=/design/flow/config.mk WORK_HOME=/design/flow/orfs finish
==> flow/config.mk <==
export PLATFORM = sky130hd
export DESIGN_NAME = InstructionMemory
export DESIGN_NICKNAME = InstructionMemory
export VERILOG_FILES = /design/flow/design.v
export SDC_FILE = /design/flow/constraint.sdc
export NUM_CORES = 4
export LEC_CHECK = 1
export CORE_AREA = 10 10 86 86
export DIE_AREA = 0 0 96 96
==> flow/design.v <==
`timescale 1ns / 1ps
module InstructionMemory(Address, Instruction); 
    input [31:0] Address;         
    output reg [31:0] Instruction;     
        reg [31:0] memory [0:127];
        initial begin                    
            memory[0] = 32'h34040000;	 
            memory[1] = 32'h34050100;     
            memory[2] = 32'h20110000;     
            memory[3] = 32'h20120001;     
            memory[4] = 32'h20080000;     
            memory[5] = 32'h8ca50000;     
            memory[6] = 32'h20080004;     
            memory[7] = 32'h20100000;     
            memory[8] = 32'h70a82802;     
            memory[9] = 32'h20a5fffc;     
            memory[10] = 32'h00b08822;     
            memory[11] = 32'h20080000;     
            memory[12] = 32'h01044820;     
            memory[13] = 32'h8d2a0000;     
            memory[14] = 32'h21290004;     
            memory[15] = 32'h8d2b0000;     
            memory[16] = 32'h016a602a;     
            memory[17] = 32'h15920003;     
            memory[18] = 32'had2a0000;     
            memory[19] = 32'h2129fffc;     
            memory[20] = 32'had2b0000;     
            memory[21] = 32'h21080004;     
            memory[22] = 32'h0111602a;     
            memory[23] = 32'h1580fff4;     
            memory[24] = 32'h22100004;     
            memory[25] = 32'h0205602a;     
            memory[26] = 32'h1580ffef;     
            memory[27] = 32'h20080000;     
            memory[28] = 32'h20a50004;     
            memory[29] = 32'h00808820;     
            memory[30] = 32'h8e300000;     
            memory[31] = 32'h22310004;     
            memory[32] = 32'h21080004;     
            memory[33] = 32'h1505fffc;     
            memory[34] = 32'h1412ffff;     
        end
        always @ * begin
            Instruction <= memory[Address[8:2]];    
        end
    endmodule
==> flow/constraint.sdc <==
current_design InstructionMemory

set clk_period 2.5
set clk_io_pct 0.2

create_clock -name clk0 -period $clk_period

set non_clock_inputs [all_inputs -no_clocks]
set_input_delay [expr $clk_period * $clk_io_pct] -clock clk0 $non_clock_inputs
set_output_delay [expr $clk_period * $clk_io_pct] -clock clk0 [all_outputs]
==> job_summary.md <==
### Yosys + OpenROAD results

| Metric | Value |
|---|---|
| HP Class | in2out |
| Die X-Extent | roughly 96 um |
| Worst setup endpoint | Instruction[20] |
| Fin. max-slew vios | 0 |
| Met3 Usage GRT | 0.01258 |
| Final core utilization | 0.4302 |
| Post-synth seq share | 0 |
| Worst VDD drop | just under 100 uV |
| Max-area cell share | 0.1244 |
| Largest net degree at the start of global routing | 20 |
| Cell Type Count | between 40 and 50 |
| ANT cells | 0 |
| Top cells by area | ha_1, a21oi_1, o21ai_0, nand2b_1, nor2_1 |
| Cycle use final | 0.9952 |
| Vias/cell | 5.218 |
| Avg Inst Size Synth | around 6.4 um^2 |
| Layout fillers | between 500 and 600 |
| Worst setup path start | Address[3] |
| Design area | roughly 0.0024 mm^2 |
| Die height | ~96 um |
| Critical Path End Type | primary output |
| Fmax | roughly 400 MHz |
| Synth Cell Area | roughly 0.0012 mm^2 |
| Clock buf count | 0 |
| First-pass iteration count of the detailed router | 4 |
| Share of cells above drive strength 1 | 0.4851 |
| I/O Buffers | 38 |
| DRT iter0 DRCs | 189 |
| Registers | 0 |
| Global-route wire length before repair | approximately 8.5 mm |
| Init Core Util | 0.2179 |
| Final wirelength | roughly 5.6 mm |
| Area grow syn2layout | 97.41% |
| Sequential cell area | 0 um^2 |
| DR WL/cell | around 17 um |
| Met2 Use GR | 0.1760 |
| CP required | approximately 2.0 ns |
| Outcome | completed |
| RSZ-0062 raised after global routing | yes |
| Setup TNS | 0 ns |
| GRT busiest layer | met2 |
| Remaining global-route overflow | 0 |
| Tmin final | between 2 and 2.5 ns |
| Power Density | between 150 and 200 mW/mm^2 |
| Io pins | approximately 64 |
| Final ANT Viol Nets | 0 |
| Leading area contributor after synthesis | ha_1 |
| Cells after Synth | 190 |
| Tool Warnings | 69 |
| Worst-Margin Slew | between 0.2 and 0.3 ns |
| Worst hold slack | about 1.6 ns |
| Drt drc | 0 |
| Final Hold Viols | 0 |
| Yosys Instances | ~190 |
| P_leak | slightly above 1 nW |
| Worst slew margin | 0.8049 |
| Startpoint types | input pin |
| Met1 Track Usage GR | 0.1598 |
| Chip Area, Yosys | 0.001207 mm^2 |
| Max Fanout on Critical Path | 4 |
| GRT Total Usage | 0.1112 |
| Core area | around 0.0055 mm^2 |
| CP Class | in2out |
| Total power | 0.4229 mW |
| Max cap viols | 0 |
| Initial antenna violation count | 0 |
| Vias in the first global route | roughly 1700 |
| Die area | 0.009216 mm^2 |
| Synthesis Warnings | 1 |
| Post-DP HPWL | a little under 4 mm |
| GPL Wtd Cong | 0.9586 |
| # rows | 27 |
| Placed instance area | between 0.0015 and 0.002 mm^2 |
| WP data arrival | between 1.5 and 2 ns |
| Setup Viol. Count Final | 0 |
| Vias | between 1500 and 2000 |
-- layout by cell type, fill, tap and decap left out, drive strengths merged, types with 2 or more instances in the layout --
cell type | netlist | final
a21boi | 2 | 2
inv | 9 | 9
buf | 23 | 69
nor3 | 8 | 8
nor2b | 2 | 2
a311oi | 4 | 4
dlygate4sd2 | 0 | 21
nand3 | 4 | 4
nand2b | 11 | 11
clkdlybuf4s50 | 0 | 3
ha | 12 | 12
and2b | 3 | 3
clkbuf | 2 | 3
clkdlybuf4s15 | 0 | 5
a221oi | 5 | 5
o31ai | 6 | 6
and2 | 5 | 5
a21oi | 19 | 19
a31oi | 3 | 3
mux2i | 2 | 2
o21ai | 19 | 19
a21o | 4 | 4
a211oi | 3 | 3
nand2 | 13 | 13
nor2 | 17 | 17
o211ai | 2 | 2
-- power by group --
| group | switching (mW) | internal [mW] | leakage (nW) |
|---|---|---|---|
| logic | 0.200 | 0.223 | 1.03 |
| registers | 0 | 0 | 0 |
| clock network | 0 | 0 | 0 |
| total | 0.200 | 0.223 | 1.03 |
-- cell families after synthesis --
family	Yosys count	synth area share
AND-OR/OR-AND	78	0.4311
AND/OR/NAND/NOR	64	0.2643
buffers and inverters	34	0.1637
adder cells (fa/ha/maj)	12	0.1243
multiplexers	2	0.01658
-- synth_stat cells (all sizes together) --
cell type	n
buf	23
a21oi	19
o21ai	19
nor2	17
nand2	13
ha	12
nand2b	11
inv	9
nor3	8
o31ai	6
a221oi	5
and2	5
a21o	4
a311oi	4
nand3	4
a211oi	3
a31oi	3
and2b	3
a21boi	2
clkbuf	2
mux2i	2
nor2b	2
o211ai	2
a2111oi	1
a211o	1
a22o	1
a2bb2oi	1
a311o	1
a31o	1
o2111ai	1
o21a	1
o221ai	1
o311a	1
o311ai	1
or3	1
-- repair_timing --
item	CTS	global route
pin swaps	28	15
hold buffers	0	0
setup buffers	6	3
endpoints found under the setup margin	32	18
gates resized	107	35
cloned	1	0
-- worst max-delay path, cell delays in order --
cell,delay [ns]
buf_2,0.10
inv_2,0.05
buf_4,0.13
ha_4,0.17
buf_4,0.13
and2b_2,0.22
nor3_1,0.28
o311ai_2,0.13
dlygate4sd2_1,0.27
-- layer usage --
layer  share of wire  vias up
li1                -      850
met1            0.44      820
met2            0.45       94
met3           0.094       10
met4           0.019        0
met5               0        -
-- stage by stage --
stage                     worst slack (ns)  std cells
final                              0.01197        340
after global routing              -0.08748        340
after CTS                       -0.0002616        338
after detailed placement           -0.7006        331
after global placement             -0.7082        331
after floorplan                    0.07436        190
-- area by class of cell --
cell class / count / area [um^2] / share of cell area
Inverter: 9 / 33.78 / 0.01417
Multi-Input combinational cell: 156 / 1343 / 0.5633
Tap cell: 72 / 90.09 / 0.03780
Timing Repair Buffer: 103 / 917.1 / 0.3848
-- how the worst min path moves through the flow --
stage	start	end	slack, ns	cells past startpoint
global route	Address[3]	Instruction[24]	1.61	4
finish	Address[3]	Instruction[24]	1.57	4
CTS	Address[3]	Instruction[24]	1.59	4
No activity file was given, so power comes from the tool's default toggle rates.
