### design/flow/constraint.sdc
current_design RegisterFile

set clk_period 8.3
set clk_io_pct 0.2

create_clock -name clk0 -period $clk_period [get_ports {Clk}]

set non_clock_inputs [all_inputs -no_clocks]
set_input_delay [expr $clk_period * $clk_io_pct] -clock clk0 $non_clock_inputs
set_output_delay [expr $clk_period * $clk_io_pct] -clock clk0 [all_outputs]
### design/flow/config.mk
export PLATFORM = sky130hd
export DESIGN_NAME = RegisterFile
export DESIGN_NICKNAME = RegisterFile
export VERILOG_FILES = /design/flow/design.v
export SDC_FILE = /design/flow/constraint.sdc
export NUM_CORES = 4
export LEC_CHECK = 1
export CORE_UTILIZATION = 50
### design/flow/run.sh
#!/bin/bash
# OpenROAD 26Q1-2900-gdf79404cd8, Yosys 0.63+post, stock flow scripts
make -C /OpenROAD-flow-scripts/flow DESIGN_CONFIG=/design/flow/config.mk WORK_HOME=/design/flow/orfs finish
### design/flow/design.v
`timescale 1ns / 1ps
module RegisterFile(ReadRegister1, ReadRegister2, WriteRegister, WriteData, RegWrite, Clk, ReadData1, ReadData2, debug_Reg8, debug_Reg16, debug_Reg17, debug_Reg18, debug_Reg19);
    input [4:0] ReadRegister1;
    input [4:0] ReadRegister2;
    input [4:0] WriteRegister;
    input [31:0] WriteData;
    input RegWrite, Clk;
    output reg [31:0] ReadData1, ReadData2;
    reg [4:0] index;
    output [31:0] debug_Reg8, debug_Reg16, debug_Reg17,    
    debug_Reg18, debug_Reg19;
    (* mark_debug = "true" *) reg [31:0] memory [0:31];
    initial begin
        memory[0] <= 0;
        memory[1] <= 0;
        memory[2] <= 0;
        memory[3] <= 0;
        memory[4] <= 0;
        memory[5] <= 0;
        memory[6] <= 0;
        memory[7] <= 0;
        memory[8] <= 0;
        memory[9] <= 0;
        memory[10] <= 0;
        memory[11] <= 0;
        memory[12] <= 0;
        memory[13] <= 0;
        memory[14] <= 0;
        memory[15] <= 0;
        memory[16] <= 0;
        memory[17] <= 0;
        memory[18] <= 0;
        memory[19] <= 0;
        memory[20] <= 0;
        memory[21] <= 0;
        memory[22] <= 0;
        memory[23] <= 0;
        memory[24] <= 0;
        memory[25] <= 0;
        memory[26] <= 0;
        memory[27] <= 0;
        memory[28] <= 0;
        memory[29] <= 0;
        memory[30] <= 0;
        memory[31] <= 0;
    end
    always @(negedge Clk) begin
        ReadData1 <= memory[ReadRegister1];
        ReadData2 <= memory[ReadRegister2];
    end
    always @(posedge Clk) begin
        if (RegWrite == 1) begin
            memory[WriteRegister] <= WriteData;
        end
    end
    assign debug_Reg8 = memory[8];
    assign debug_Reg16 = memory[16];
    assign debug_Reg17 = memory[17];
    assign debug_Reg18 = memory[18];
    assign debug_Reg19 = memory[19];
endmodule
==> results.toml <==
# generated from flow reports
[die]
dieHeight_um = 318.5
io_pins = 273
floorplan.core_util_pct = 50.66
die_w_um = 318.5
die_area_um2 = 101400
row_count = 115
core_area_um2 = 98850

[critical_path]
cp.buffers_inverters = 3
r2r-start = "memory[18][7]"
cp_slowest_cell = "clkdlybuf4s50_1"
crit_cells = 8
worstSetupEndpointType = "register"
r2r-end = "ReadData2[7]"
worstPathMaxFanout = 26
max_stage_delay_ns = 0.53
crit_chain = "clkdlybuf4s50_1, nor2_4, buf_12, a22o_1, nor3_1, a31oi_1, buf_4, nand3_1"
crit_family = "buffers and inverters"
ff2ff_setup_slack_ns = 2.24
critPathRequiredTime_ns = 4.66
r2r_cells = 5
crit_type = "in2reg"
worstPathArrival_ns = 4.01
critPathLaunchType = "primary input"

[clock_tree]
cts_hold_buf = 0
cts_tree = "yes"
clk_pin_slew_worst_paths_ns = 0.06
cts_buffers = 116
cts_resized = 0
cts_max_level = 3
insertion_delay_ns = 0.70
clkSinkCount = 1088
cts_root_buf = "clkbuf_16"
cts_max_path_buffers = 3
cts_setup_buffers = 0

[hold_path]
hold_depth = 1
min_from = "WriteData[9]"
holdCritPathClass = "in2reg"
min_to = "memory[19][9]"

[yosys]
ys_cells = 3452
yosysWarnings = 1
ys_types = 25
synth-seq-cells = 1088
synth_area_um2 = 50070
synth-edff-count = 1024
yosys-top-cells-count = "edfxtp_1 (1024), mux2i_1 (1024), nand2_1 (196)"
ff_type = "edfxtp_1"
yosys.area.top_type_share_pct = 61.41
ys_async_sr_fraction_pct = 0
yosys.area.top_type = "edfxtp_1"
ys_seq_share_pct = 63.97
yosysChipArea_um2 = 50070
topCellsByArea = "edfxtp_1 (61%), mux2i_1 (20%), a22oi_1 (2.9%), dfxtp_1 (2.6%), a22o_1 (2.2%)"
syn_inst = 3452
avgSynthCellArea_um2 = 14.51

[placed_design]
postPlaceCellArea_um2 = 55470
place_congestion = 0.9387
dp.cells = 4976
port_buffers = 272
dp_hpwl_mm = 103.6

[grt]
track_usage_pct = 35.56
grt_pass1_vias = 34810
grt_max_degree = 77
grt_pass1_wl_mm = 236.9
antenna_found_initial = 6
grt-ovfl-total = 0

[sta]
max_slew_margin_pct = 22.39
fin_tns_setup_ns = 0
worst_slew_pin_slew_ns = 1.161
hold_viol_final = 0
rsz0062_at_grt = "no"
drv_slew = 0
skew_ns = 0.02357
setup_viol = 0

[layout]
design_area_um2 = 59650
drive_above_1_share_pct = 11.09
fin_util_pct = 60.35
area_growth_pct = 19.13
instances_no_fill = 5257

[pwr]
combPwrFrac_pct = 9.1
p_switching_mw = 2.941
intPower_mw = 9.819
vdd_drop_max_v = 0.0001701
powerDensity_nw_per_um2 = 213.9
finalPower_mw = 12.76
seqPwrFrac_pct = 48.4
p_leak_nw = 22.55
pwr-share-clk_pct = 42.5
sw_frac_of_total_pct = 23.05

[flow_run]
drv_cap = 0
warning_count = 90

[detailed_routing]
routed_wl_mm = 165.2
vias_per_cell = 6.287
dr.first_iter.drc_count = 2462
met3_length_mm = 28.21
met2_length_mm = 72.92
met1Wirelength_mm = 58.64
wl_per_cell_um = 31.43
dr.pass1.iters = 8
num_vias = 33050
top_layer_used = "met5"
postRouteAntennaNets = 0
drc = 0

[run_status]
status = "finished, final reports clean"
## layout make-up
type / instances / area, um2
fillers: 7206 / 39200
flip-flops and latches: 1088 / 32030
multi-input cells: 2110 / 16770
repair buffers: 490 / 5057
clock buffers: 157 / 3318
well taps: 1287 / 1610
clock inverters: 124 / 862.1
diodes: 1 / 2.502
## worst register-to-register path, stage by stage, from the launching register on
cell and delay [ns]:
edfxtp_1 0.41, mux2i_1 0.34, a22oi_1 0.17, a31oi_1 0.42, buf_4 0.22, nand3_1 0.18
## registers in the layout, summed over array words and instances (netlist names)
| name | cells |
|---|---|
| ReadData1 | 32 |
| ReadData2 | 32 |
| memory | 1024 |
## power groups by stage
stage                 combinational [mW]  sequential (mW)  clock (mW)
after CTS                           1.14             6.18        5.48
after global routing                1.22             6.18        5.71
final                               1.16             6.18        5.43
## worst max-delay path by stage
stage | start | end | slack, ns
4_1_cts | ReadRegister1[2] | ReadData1[4] | 0.71
5_1_grt | ReadRegister1[2] | ReadData1[4] | 0.55
6_report | ReadRegister2[2] | ReadData2[7] | 0.65
## cell usage in the layout (no fill, tap or decap), drive strengths merged
cell type and instances:
nand2 196, diode 1, or2 2, inv 71
mux2i 1024, clkdlybuf4s50 270, nand3b 5, a22o 128
nand3 194, clkinv 33, nand2b 4, nor2b 4
clkinvlp 5, a31oi 64, a22oi 192, or3b 2
bufinv 15, clkbuf 157, nor3 64, buf 220
dfxtp 64, and2 2, edfxtp 1024, nor2 36
or3 1, a21oi 192
## stage by stage
stage / hold slack (ns) / setup slack, ns
floorplan: 1.759 / 1.289
global route: 1.570 / 0.5474
detailed placement: 2.273 / -0.004396
global placement: 2.268 / 0.01348
CTS: 1.533 / 0.7116
finish: 1.565 / 0.6481
## layer usage
layer,global-route usage (%),vias up
met3,25.74,328
met5,2.931,-
met1,47.31,16190
met4,8.814,16
li1,-,14460
met2,49.02,2062
## cell families (layout without fill, tap and decap cells)
kind of cell / count (synthesis) / after routing / share of synthesized area [%]
AND-OR/OR-AND: 576 / 576 / 7.836
other: 0 / 1 / 0
flip-flops: 1088 / 1088 / 63.97
multiplexers: 1024 / 1024 / 20.47
AND/OR/NAND/NOR: 510 / 510 / 4.590
buffers and inverters: 254 / 771 / 3.136
Power and IR drop assume default switching activity.
